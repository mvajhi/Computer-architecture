==> design.v <==
module register (
    input clk,
    input rst,
    input [31:0] data_in,
    input enable,
    output reg [31:0] data_out
);
    always @(posedge clk or posedge rst) begin
        if (rst)
            data_out <= 32'b0;
        else if(enable)
            data_out <= data_in;
    end
endmodule
==> run.sh <==
#!/bin/bash
# OpenROAD 26Q1-2900-gdf79404cd8, Yosys 0.63+post, stock flow scripts
make -C /OpenROAD-flow-scripts/flow DESIGN_CONFIG=/design/flow/config.mk WORK_HOME=/design/flow/orfs finish
==> config.mk <==
export PLATFORM = sky130hd
export DESIGN_NAME = register
export DESIGN_NICKNAME = register
export VERILOG_FILES = /design/flow/design.v
export SDC_FILE = /design/flow/constraint.sdc
export NUM_CORES = 4
export LEC_CHECK = 1
export CORE_AREA = 10 10 98 98
export DIE_AREA = 0 0 108 108
==> constraint.sdc <==
current_design register

set clk_period 1.0
set clk_io_pct 0.2

create_clock -name clk0 -period $clk_period [get_ports {clk}]

set non_clock_inputs [all_inputs -no_clocks]
set_input_delay [expr $clk_period * $clk_io_pct] -clock clk0 $non_clock_inputs
set_output_delay [expr $clk_period * $clk_io_pct] -clock clk0 [all_outputs]
==> impl_metrics.yaml <==
# flow metrics
floorplan:
  core_um2: 7650
  rows: 32
  die_h_um: 108
  fp_util_pct: 17.6
  ios: 67
  die_width_um: 108
  die-area_um2: 11700
route:
  diodes: 0
  viasPerCell: 3.35
  num_vias: 884
  firstDrtPassIters: 2
  first_iter_violations: 10
  wl_per_cell_um: 13.7
  drt_wl_total_um: 3610
  antenna_left: 0
  post-route-drc-count: 0
sta:
  worst_pin_slew_ns: 0.182
  skew_ns: 0
  hold_viol: 0
  timing.slew.headroom_pct: 87.9
  drv_slew: 0
  finalSetupViolCount: 0
  fin_crit_sh_pct: 99.0
  rsz0062_at_grt: "yes"
  max_clock_freq_mhz: 1010
  min_period_ns: 0.990
logic_synthesis:
  postSynthAreaPerCell_um2: 19.5
  yosys_area_um2: 1350
  most_common_cell: "dfrtp_1"
  ys_seq_share_pct: 59.4
  synth-seq-cells: 32
  syn_inst: 69
  synth.area.top_cells: "dfrtp_1 (59%), mux2_4 (33%), buf_12 (4.5%)"
  common_cells: "dfrtp_1 (32), mux2_4 (30), buf_12 (3), mux2_2 (2)"
  flop_cell: "dfrtp_1"
  yosys.area.top_type_share_pct: 59.4
  yosysUniqueCellTypes: 6
  yosysCellCount: 69
  synth_top_cell_by_area: "dfrtp_1"
  async_flop_share_pct: 100
  edf_count: 0
  ys.warnings.count: 1
  syn_area_um2: 1350
clock_tree:
  htreeDepth: 2
  cts_root_buf: "clkbuf_8"
  cts_tree: "built"
  cts-hold-fix-buffers: 0
  clk_latency_ns: 0.27
  cts_sinks: 32
  numCtsBuffers: 5
  clkTransAtPathRegs_ns: 0.07
  cts_buffer_depth: 2
layout:
  final_layout_size_suffix_gt1_share_pct: 59.3
  syn_to_final_growth_pct: 63.8
  largest_reg_flops: 32
  final_cell_count_no_fill: 264
  regArea_um2: 801
  fillers: 780
  regMostFlops: "data_out"
  final-comb-area_um2: 473
  post-route-cell-area_um2: 2210
  largestRegisters: "data_out: 32 flops"
worst_setup_path:
  criticalPathCategory: "register to output pin"
  crit_required_ns: 0.80
  end_kind: "output pin"
  critPathArrivalTime_ns: 0.79
  slowest_stage: "dfrtp_1"
  critPathBufInv: 1
  cp-start-kind: "register"
  path_cells: "buf_2"
  critical_path.max_fanout: 2
  critPathTopFamily: "flip-flops"
  max_stage_delay_ns: 0.39
power:
  p_seq_share_pct: 48.6
  power_density_nw_per_um2: 1390
  swShare_pct: 22.0
  p_leak_nw: 1.07
  power.internal_w: 0.00239
  p_clk_share_pct: 29.1
  netSwitchingPower_w: 0.000674
  p_comb_share_pct: 22.4
  worst_ir_drop_vdd_mv: 0.467
placement:
  dp.cells: 244
  hpwl_um: 2630
  place.port_buffers: 66
  place.gp.congestion: 0.724
  post_dp_cell_area_um2: 2180
flow_run:
  maxCapViolations: 0
  warning_count: 27
global_routing:
  antenna_found_initial: 0
  grt_usage_pct: 6.09
  grt_max_degree: 33
  global_route.overflow_total: 0
  grt_pass1_wl_um: 5560
  grt_pass1_vias: 948
hold_path:
  hold_path_class: "primary input to async pin"
status:
  status: "complete, no violations"
==> layout by cell type, fill, tap and decap left out, drive strengths merged <==
cell type	n
inv	1
clkbuf	5
buf	59
clkdlybuf4s50	33
mux2	32
dfrtp	32
==> repair_timing <==
| action | CTS | global route |
|---|---|---|
| setup endpoints to repair | 32 | 24 |
| gates resized | 98 | 2 |
| buffers inserted | 10 | 6 |
==> power by group through the flow <==
stage / clock, W / sequential (W) / combinational [W]
4_1_cts: 0.000953 / 0.00148 / 0.000672
5_1_grt: 0.00100 / 0.00150 / 0.000748
6_report: 0.000890 / 0.00149 / 0.000686
==> area by class of cell <==
class                           count  area share (%)
Clock buffer                        5            3.11
Inverter                            1           0.170
Multi-Input combinational cell     32            21.4
Sequential cell                    32            36.2
Tap cell                          102            5.78
Timing Repair Buffer               92            33.3
==> cell families (layout without fill, tap and decap cells) <==
kind of cell | Yosys count | after routing | synth area share, %
DFF | 32 | 32 | 59.4
buffers and inverters | 5 | 98 | 5.57
muxes | 32 | 32 | 35.1
==> routing by layer <==
layer,up-vias,part of all wire [%],GRT usage (%)
li1,423,-,-
met1,411,49,8.95
met2,50,41,8.23
met3,0,10,3.01
met4,0,0,0.477
met5,-,0,0
==> path summary, 6_finish.rpt <==
path	slack, ns	depth (start not counted)	start	end
worst min-delay path	0.28	3	rst	data_out[17]
max in group asynchronous	0.55	3	rst	data_out[0]
worst max-delay path	0.01	1	data_out[11]	data_out[11]
worst min register to register	0.50	1	data_out[10]	data_out[10]
min in group clk0	0.29	2	enable	data_out[11]
worst max register to register	0.02	3	data_out[1]	data_out[1]
==> per-stage QoR <==
step | total power, W | util (%) | TNS, ns | setup WS (ns) | hold slack [ns]
2_1_floorplan | 0.00176 | - | 0 | 0.109 | 0.316
3_3_place_gp | 0.00225 | 28.5 | -1.14 | -0.0689 | 0.492
3_5_place_dp | 0.00225 | 28.5 | -0.780 | -0.0535 | 0.493
4_1_cts | 0.00311 | 28.3 | -0.0257 | -0.0257 | 0.277
5_1_grt | 0.00325 | 28.9 | -0.260 | -0.0368 | 0.283
6_report | 0.00306 | 28.9 | 0 | 0.0103 | 0.281
Power figures rest on the tool's default switching activity, not on a simulated workload.
